--- config.mk ---
export PLATFORM = sky130hd
export DESIGN_NAME = three_bit
export DESIGN_NICKNAME = three_bit
export VERILOG_FILES = /design/flow/design.v
export SDC_FILE = /design/flow/constraint.sdc
export NUM_CORES = 4
export LEC_CHECK = 1
export CORE_AREA = 10 10 70 70
export DIE_AREA = 0 0 80 80
--- run.sh ---
#!/bin/bash
# OpenROAD 26Q1-2900-gdf79404cd8, Yosys 0.63+post, stock flow scripts
make -C /OpenROAD-flow-scripts/flow DESIGN_CONFIG=/design/flow/config.mk WORK_HOME=/design/flow/orfs finish
--- design.v ---
module three_bit(
    input wire [9:0] SW,
    output reg [9:0] LEDR
);
wire [2:0] select = SW[9:7];
wire [2:0] u = SW[2:0];     
wire [2:0] v = SW[5:3];     
wire [2:0] w = {SW[6], SW[1:0]};  
wire [2:0] x = {SW[6], SW[4:3]};  
wire [2:0] y = SW[6:4];     
always @(*) begin
    LEDR[9:7] = select;  
    LEDR[6:3] = SW[6:3];  
    case(select)
        3'b000: LEDR[2:0] = u;
        3'b001: LEDR[2:0] = v;
        3'b010: LEDR[2:0] = w;
        3'b011: LEDR[2:0] = x;
        3'b100: LEDR[2:0] = y;
        default: LEDR[2:0] = 3'b000;
    endcase
end
endmodule
--- constraint.sdc ---
current_design three_bit

set clk_period 1.3
set clk_io_pct 0.2

create_clock -name clk0 -period $clk_period

set non_clock_inputs [all_inputs -no_clocks]
set_input_delay [expr $clk_period * $clk_io_pct] -clock clk0 $non_clock_inputs
set_output_delay [expr $clk_period * $clk_io_pct] -clock clk0 [all_outputs]
==> Changelog: implementation <==
### Physical design

- Max Cap Viol: 0
- Hold buffer count at cts: 0
- Diode count: 0
- Sequential area share after synthesis: 0%
- Routed Antenna Nets: 0
- Final tally of max-slew violations: 0
- Rows: 21
- Crit end category: output port
- Crit path max fanout: 3
- FMAX: around 800 MHz
- Slew @ Worst Pin: approximately 0.12 ns
- Initial DRC count: 2
- Via Count: approximately 200
- Pwr per Cell Area: about 230 nW/um2
- Worst path top cell family by delay: buffers and inverters
- Element type at the critical path start: input pin
- Dpl ws: -0.742 ns
- CP max stage cell: clkdlybuf4s50_1
- Run status: complete, no violations
- Die width: 80 um
- Die Y: 80 um
- Synth Instances: 23
- Hold path start: SW[7]
- Seq cells: 0
- Core ar.: ~3400 um2
- Final worst slack: 0.0435 ns
- # Post-CTS Setup Buffers: 0
- Number of global-route vias before repair: 188
- DRC: 0
- Final setup violating endpoints: 0
- Share of cells above drive strength 1: 26.3%
- Final worst path period share: between 90% and 100%
- Yosys warning tally: 1
- Synthesized area per cell: around 6.6 um2
- First-pass GRT wire length: a little under 900 um
- Synthesized area: 151 um2
- Vias per inst: roughly 2.4
- Crit. Startpoint: SW[5]
- Crit path required time: 1.04 ns
- Power, Total: about 0.00008 W
- WHS Path Cells: 3
- First-pass DRT Iterations: 2
- Die Size: between 6000 and 7000 um2
- Largest net degree at the start of global routing: 7
- LEAKAGE: ~0.15 nW
- CP arrival: 1.00 ns
- Post-Layout Inst Area: 338 um2
- OpenROAD warnings: 33
- Clock buf count: 0
- Unrepaired setup endpoints after global routing: false
- Yosys Chip Area: around 150 um2
- Relative slew slack: between 90% and 100%
- I/O pin total: 20
- Max IR drop VDD: roughly 0.025 mV
- Minimum clock period: 1.26 ns
- Hold EP: LEDR[0]
- # Cells Yosys: 23
- Port Buffer Count: 20
- Post-DP Area: about 370 um2
- Synthesis-to-layout area growth: 123%
- WL/cell: ~8.0 um
- Global placer's final weighted congestion: 0.755
- GRT Util Overall: 1.73%
- Synth unique cells: 11
- Register area: 0 um2
- Total gr overflow: 0
- Detailed placement HPWL: slightly above 600 um
- Setup Crit Path Kind: in -> out
- Hold Fails Final Rpt: 0
- CP bufs+invs: 2
- CP max stage delay: 0.49 ns
- Core utilization at floorplan: ~4.4%
- Initial antenna violation count: 0
- HP Class: in -> out
- Final wirelength: 672 um
- Cell Chain, Critical Path: dlygate4sd2_1 > clkdlybuf4s50_1
-- cells in the mapped netlist --
cell	number	share of area, %
nand2_1	3	7.4
o21ai_1	1	3.3
mux2i_1	1	6.6
inv_1	1	2.5
o21ai_0	2	6.6
o2bb2ai_1	1	5.8
a31oi_1	2	8.3
buf_6	1	7.4
nor2b_1	3	12
buf_4	7	35
nand3b_1	1	5.0
-- report_power, final --
part           leakage, nW  internal [W]  switching (W)
clock network            0             0              0
registers                0             0              0
logic                0.148     0.0000530      0.0000256
total                0.148     0.0000530      0.0000256
-- stage by stage --
| stage | TNS, ns | util, % | hold slack (ns) | cells |
|---|---|---|---|---|
| 2_1_floorplan | 0 | - | 0.555 | 23 |
| 4_1_cts | -0.190 | 10.1 | 0.937 | 84 |
| 3_3_place_gp | -4.04 | 10.8 | 1.36 | 84 |
| 3_5_place_dp | -4.01 | 10.8 | 1.36 | 84 |
| 6_report | 0 | 9.89 | 0.823 | 84 |
| 5_1_grt | 0 | 9.89 | 0.849 | 84 |
-- per-layer routing --
metal / global-route usage, % / wire length [um] / vias to the layer above / part of all wire (%)
met5: 0 / 0 / - / 0
li1: - / - / 104 / -
met1: 1.65 / 222 / 83 / 33
met3: 0.909 / 158 / 0 / 24
met4: 0 / 0 / 0 / 0
met2: 3.37 / 290 / 13 / 43
-- cells by family after synthesis --
| logic type | synth area share, % |
|---|---|
| buf+inv | 44.6 |
| compound gates | 24.0 |
| mux | 6.61 |
| simple gates | 24.8 |
-- placed cells by master (no fill, tap or decap), drive strengths merged --
cell type and n:
nand2 3, a31oi 2, o21ai 3, clkdlybuf4s50 6
buf 7, dlygate4sd2 8, dlymetal6s2s 1, clkbuf 1
o2bb2ai 1, nand3b 1, mux2i 1, inv 1
nor2b 3
-- layout make-up --
cell class	count	area (um2)
fillers	410	3080
repair buffers	23	190
multi-input cells	14	86.3
well taps	46	57.6
inverters	1	3.75
-- what timing repair did --
item / CTS / global route
gates resized: 25 / 5
pin swaps: 3 / 1
setup endpoints to repair: 10 / 2
endpoints found under the hold margin: 0 / 0
-- how the worst max path moves through the flow --
stage / endpoint / slack [ns] / cells after the start
finish: LEDR[5] / 0.04 / 2
CTS: LEDR[1] / -0.19 / 5
global route: LEDR[2] / 0.01 / 5
Power and IR drop assume default switching activity.
