--- flow/design.v ---
module binary_to_decimal(
    input wire [3:0] SW,
    output wire [6:0] HEX0,
    output wire [6:0] HEX1
);
    wire [3:0] V;
    wire z;
    wire [3:0] M;
    wire [3:0] B_out;
    assign V = SW[3:0];
    assign z = (V > 4'd9) ? 1'b1 : 1'b0;
    wire [3:0] A_out;
    assign A_out = V - 4'd10;
    assign M = z ? A_out : V;
    assign B_out = z ? 4'd1 : 4'd0;
    seven_segment_decoder hex0_decoder(
        .hex_digit(M),
        .segments(HEX0)
    );
    seven_segment_decoder hex1_decoder(
        .hex_digit(B_out),
        .segments(HEX1)
    );
endmodule
module seven_segment_decoder(
    input wire [3:0] hex_digit,
    output reg [6:0] segments
);
    always @(*) begin
        case (hex_digit)
            4'h0: segments = 7'b1000000;  
            4'h1: segments = 7'b1111001;  
            4'h2: segments = 7'b0100100;  
            4'h3: segments = 7'b0110000;  
            4'h4: segments = 7'b0011001;  
            4'h5: segments = 7'b0010010;  
            4'h6: segments = 7'b0000010;  
            4'h7: segments = 7'b1111000;  
            4'h8: segments = 7'b0000000;  
            4'h9: segments = 7'b0010000;  
            default: segments = 7'b1111111;  
        endcase
    end
endmodule
--- flow/config.mk ---
export PLATFORM = sky130hd
export DESIGN_NAME = binary_to_decimal
export DESIGN_NICKNAME = binary_to_decimal
export VERILOG_FILES = /design/flow/design.v
export SDC_FILE = /design/flow/constraint.sdc
export NUM_CORES = 4
export LEC_CHECK = 1
export CORE_AREA = 10 10 70 70
export DIE_AREA = 0 0 80 80
--- flow/run.sh ---
#!/bin/bash
# OpenROAD 26Q1-2900-gdf79404cd8, Yosys 0.63+post, stock flow scripts
make -C /OpenROAD-flow-scripts/flow DESIGN_CONFIG=/design/flow/config.mk WORK_HOME=/design/flow/orfs finish
--- flow/constraint.sdc ---
current_design binary_to_decimal

set clk_period 1.3
set clk_io_pct 0.2

create_clock -name clk0 -period $clk_period

set non_clock_inputs [all_inputs -no_clocks]
set_input_delay [expr $clk_period * $clk_io_pct] -clock clk0 $non_clock_inputs
set_output_delay [expr $clk_period * $clk_io_pct] -clock clk0 [all_outputs]
==> run_results.csv <==
group,metric,value,unit
status,status,"finished with violations",
status,violations,"setup timing",
global_route,antenna_found_initial,0,
cells_and_area,drive_gt1_share,63.6,%
routing,drtIter0Drc,14,
timing,setup_tns,-3550,ps
setup_path,cp-end-kind,"output pin",
yosys,yosys_warnings,1,
floorplanning,die_w,80,um
yosys,yosysTopAreaCellShare,12.8,%
routing,drt_first_pass_iters,4,
cells_and_area,syn2layout_area_growth,102,%
timing,hold_viol_final,0,
yosys,yosysSeqAreaShare,0,%
cells_and_area,clock_buffers,0,
floorplanning,fp_util,12.0,%
setup_path,worst-setup-path-type,"in2out",
cells_and_area,flop_area,0,um2
placement,placed_area,662,um2
cells_and_area,sequential_cell_total,0,
yosys,synthTopCellsByCount,"buf_4 (7), o21ai_1 (5), ha_1 (4), inv_1 (3), nand3_1 (3)",
yosys,area_leaders,"buf_4 (13%), ha_1 (12%), o21ai_1 (6.1%), buf_6 (5.5%), nand3_1 (3.7%)",
min_path,hold_class,"in2out",
setup_path,arrival,1430,ps
routing,avgRoutedWirePerCell,11.3,um
job,maxCapViolCount,0,
floorplanning,die_y,80,um
cells_and_area,final_area,828,um2
setup_path,cp-start-kind,"input pin",
floorplanning,die-area,6400,um2
power,power_density,367,nW/um2
setup_path,path_buffers,5,
setup_path,cp_max_fo,5,
placement,dp_hpwl,1010,um
power,p_leak,0.379,nW
setup_path,path_delay_family,"buffers and inverters",
setup_path,crit_top_cell,"buf_6",
timing,period_used_share,130,%
global_route,grt_util_all_layers,4.59,%
yosys,syn-cell-area,409,um2
setup_path,max_stage_delay,280,ps
global_route,grt_max_degree,12,
yosys,synth.distinct_cells,35,
yosys,top_area_cell,"buf_4",
routing,post-route-drc-count,0,
global_route,overflow,0,
floorplanning,core,3420,um2
placement,portBuffers,15,
floorplanning,pin_count,18,
yosys,ys_chip_area,409,um2
timing,rsz0062_at_grt,"yes",
placement,globalplace.congestion,0.747,
timing,fin_crit,1690,ps
yosys,ys_cells,57,
routing,viasPerCell,3.90,
setup_path,required,1040,ps
cells_and_area,final_cells,134,
yosys,netlist_instances,57,
global_route,grt_pass1_vias,541,
yosys,top_cell,"buf_4",
floorplanning,rows,21,
power,ir_drop,0.0000967,V
job,tool_warnings,36,
global_route,grt_pass1_wl,2500,um
routing,routed_wl,1520,um
routing,vias,522,
timing,fin_ws,-388,ps
setup_path,crit_path_top_delay_cell,"o311ai_1",
timing,whs,1120,ps
placement,dpl.cell_count,121,
yosys,avgSynthCellArea,7.18,um2
setup_path,crit_chain,"buf_6 > buf_6 > inv_4 > ha_4 > buf_4 > xnor2_2 > o311ai_1 > buf_2",
timing,slew_viol_final,0,
timing,max_freq,592,MHz
routing,ant_nets,0,
routing,diodes,0,
timing,setup_violations,11,
clock_tree,cts_hold_buf,0,
==> logic make-up after synthesis <==
group	share of synthesized area [%]
buffers and inverters	23.2
other	1.84
AND/OR/NAND/NOR	21.4
AND-OR/OR-AND	37.0
XOR/XNOR	4.28
adder cells (fa/ha/maj)	12.2
==> metrics by stage <==
stage	power [mW]	worst slack [ps]	utilization, %
floorplan	0.140	-167	-
global placement	0.247	-1110	19.4
detailed placement	0.250	-1140	19.4
CTS	0.292	-396	23.6
global route	0.337	-453	24.2
finish	0.304	-388	24.2
==> repair_timing <==
action | CTS | global route
resized | 58 | 1
setup endpoints to repair | 11 | 11
setup buffers | 11 | 2
pin swaps | 21 | 7
==> tightest hold or removal path, delay by kind of cell <==
kind            cells  cell delay [ps]
compound gates      1              100
buf+inv             5              500
==> worst paths after layout <==
| path | start | to | slack, ps | depth (start not counted) |
|---|---|---|---|---|
| worst max-delay path | SW[1] | HEX0[6] | -390 | 8 |
| worst min-delay path | SW[3] | HEX0[6] | 1120 | 6 |
==> routing by layer <==
layer / track usage, % / routed length (um) / vias up
met5: 0 / 0 / -
met2: 7.06 / 643 / 17
met3: 1.48 / 170 / 2
met1: 6.26 / 680 / 243
li1: - / - / 260
met4: 0.528 / 23 / 0
==> power breakdown <==
group          internal (mW)  total [mW]  switching (mW)  leakage (nW)
Clock                      0           0               0             0
Sequential                 0           0               0             0
Combinational          0.177       0.304           0.127         0.379
Total                  0.177       0.304           0.127         0.379
==> cells in the final DEF, fill, tap and decap left out, drive strengths merged <==
cell,instances
dlygate4sd2,1
nor2b,1
o311ai,1
o21ai,5
and2b,1
conb,3
inv,4
nand3,3
and3b,1
nand2,2
and3,1
a31oi,1
buf,35
o21bai,1
o21a,1
a311oi,1
a2bb2oi,1
o211ai,2
o2bb2ai,1
ha,4
a22o,1
a21oi,2
xor2,1
and4b,1
nor3,2
a221oi,1
nor2,3
a21o,2
xnor2,1
clkdlybuf4s50,4
==> cell type report <==
cell class,count,area (um2)
Tap cell,46,57.6
Multi-Input combinational cell,44,422
Timing Repair Buffer,40,332
Inverter,4,17.5
Fill cell,365,2590
No activity file was given, so power comes from the tool's default toggle rates.
