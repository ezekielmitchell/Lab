--- ./design.v ---
module counter (
    input             clock,
    input             reset_n,
    output reg [n-1:0] Q
);
    parameter n = 8;
    parameter k = 10;
    always @(posedge clock or negedge reset_n)
    begin
        if (~reset_n)
            Q <= 'd0;
        else
        begin
            if (Q == k - 1)
                Q <= 'd0;
            else
                Q <= Q + 1;
        end
    end
endmodule
--- ./run.sh ---
#!/bin/bash
# OpenROAD 26Q1-2900-gdf79404cd8, Yosys 0.63+post, stock flow scripts
make -C /OpenROAD-flow-scripts/flow DESIGN_CONFIG=/design/flow/config.mk WORK_HOME=/design/flow/orfs finish
--- ./config.mk ---
export PLATFORM = sky130hd
export DESIGN_NAME = counter
export DESIGN_NICKNAME = counter
export VERILOG_FILES = /design/flow/design.v
export SDC_FILE = /design/flow/constraint.sdc
export NUM_CORES = 4
export LEC_CHECK = 1
export CORE_AREA = 10 10 70 70
export DIE_AREA = 0 0 80 80
--- ./constraint.sdc ---
current_design counter

set clk_period 2.8
set clk_io_pct 0.2

create_clock -name clk0 -period $clk_period [get_ports {clock}]

set non_clock_inputs [all_inputs -no_clocks]
set_input_delay [expr $clk_period * $clk_io_pct] -clock clk0 $non_clock_inputs
set_output_delay [expr $clk_period * $clk_io_pct] -clock clk0 [all_outputs]
==> reports/metrics.cfg <==
[run_status]
status = finished, final reports clean

[global_routing]
grt_max_degree = 9
grt_pass1_wl_um = 1331
grt_remaining_overflow = 0
grt_pass1_vias = 247
gr-usage-all-layers_pct = 2.755
antenna_found_initial = 0

[timing]
fin_tns_setup_ns = 0
relSlewSlack_pct = 70.28
fmax_mhz = 545.6
rsz0062_at_grt = no
worst_pin_slew_ns = 0.4421
hold_viol_final = 0
setup_viol = 0
maxSlewViolCount = 0
worst_hold_slack_ns = 0.5100
fin_crit_sh_pct = 65.46
finalCriticalPeriod_ns = 1.833
skew_ns = 0.003592

[placement]
dp_cells = 85
place.gp.congestion = 0.6658
dpl.hpwl_um = 648.3
io_buffers = 9

[layout]
largest_reg_flops = 8
regMostFlops = Q
final_cells = 88
post-route-util_pct = 15.49
lay_top_cells = 9 x clkdlybuf4s50_1, 8 x dfrtp_1, 5 x nand3_1, 5 x xnor2_1, 4 x nor2_1
fillers = 388
drive_gt1_share_pct = 11.90
area_delta_synth_final_pct = 47.39
mostFrequentLayoutCell = clkdlybuf4s50_1
top_regs = Q x8

[detailed_routing]
avgViaCountPerCell = 2.955
firstDrtPassIters = 3
drc = 0
vias = 260
diodes = 0
wl_um = 832
drt-initial-drc-count = 28
route.antenna.remaining_nets = 0
routedWlPerCell_um = 9.455

[clocking]
cts_resized = 0
insertion_delay_ns = 0.25
cts_made_buffers = 3
post_cts_buffers = 0
htreeDepth = 1
clkSinkCount = 8
cts.clk_slew.worst_paths_ns = 0.05
cts_buffer_depth = 2
cts_root_buffer = clkbuf_4
cts_tree = done
cts_hold_buf = 0

[worst_setup_path]
r2r_start = Q[0]
cp_data_required_time_ns = 2.24
critPathMaxStageDelay_ns = 0.53
crit_path_end_kind = output pin
crit_buf_inv = 1
cpLargestDelayFamily = buffers and inverters
path_cells = clkdlybuf4s50_1
cp-start-kind = flip-flop
critPathArrivalTime_ns = 1.27
path_class = flip-flop to output pin
cpMaxStageDelayCell = clkdlybuf4s50_1
crit_path_max_fanout = 7
crit_start = Q[0]

[floorplan]
die_area_sq_mm = 0.006400
fp.coreArea_sq_mm = 0.003416
die_y_um = 80
fp_util_pct = 10.51
row_count = 21
ioPinCount = 10
dieWidth_um = 80

[yosys]
yosysSeqAreaShare_pct = 55.75
yosysWarnings = 1
synth-cells-yosys = 30
synth.cell_area_sq_um = 359.1
synth.avg_cell_area_sq_um = 11.97
syn_inst = 30
synth-seq-cells = 8
yosysUniqueCellTypes = 11
ys_chip_area_sq_um = 359.1

[power]
leakagePower_nw = 0.2091
cellPowerDensity_mw_per_mm2 = 390.8
power_uw = 206.8
power_frac_clock_pct = 42.4
irDropWorstVdd_uv = 93.70
p_int_uw = 166.0
p_seq_share_pct = 56.0
p_comb_share_pct = 1.7
p_sw_share_pct = 19.76
p_switching_uw = 40.87

[job]
cap_violations = 0
openroad.warnings = 26

[worst_hold_path]
hp-start = Q[7]
hold_class = flip-flop to flip-flop

[synth_stat cells]
cell type	instances	area, sq um
dfrtp_1	8	200.2
nand3_1	5	25.02
xnor2_1	5	43.79
nor2_1	4	15.01
ha_1	2	25.02
and3_1	1	6.260
and3_2	1	7.510
inv_1	1	3.750
nand4bb_1	1	11.26
nor4_2	1	12.51
xor2_1	1	8.760
[path summary, 6_finish.rpt]
kind | to | slack, ns | cells after the start
max | Q[0] | 0.97 | 1
min | Q[7] | 0.51 | 1
max reg2reg | Q[3] | 1.42 | 4
min reg2reg | Q[7] | 0.51 | 1
max in group asynchronous | Q[7] | 1.94 | 1
min in group asynchronous | Q[2] | 0.59 | 1
[final cells by class]
type | instances | area (sq um) | area share (%)
Tap cell | 46 | 57.56 | 10.87
Timing Repair Buffer | 9 | 90.09 | 17.02
Inverter | 1 | 3.754 | 0.7092
Multi-Input combinational cell | 21 | 155.1 | 29.31
Clock buffer | 3 | 22.52 | 4.255
Sequential cell | 8 | 200.2 | 37.83
[kinds of logic after synthesis]
kind of cell             Yosys count  synth area share [%]
XOR/XNOR                           6                 14.63
flip-flops                         8                 55.75
AND/OR/NAND/NOR                   13                 21.60
buffers and inverters              1                 1.044
adder cells (fa/ha/maj)            2                 6.968
[power by group through the flow]
stage         Clock, mW  Combinational [mW]  Sequential, mW
global route     0.0987             0.00432           0.116
CTS              0.0896             0.00368           0.116
finish           0.0876             0.00348           0.116
[stage by stage]
stage	worst slack, ns	cell area, sq um
after floorplan	1.670	359.1
after global placement	1.266	506.7
after detailed placement	1.265	506.7
after CTS	0.9793	529.3
after global routing	0.9141	529.3
final	0.9672	529.3
[per-layer routing]
layer	global-route usage, %	vias to the layer above	routed length [um]
met3	2.727	0	138
li1	-	129	-
met4	0.3521	0	0
met2	2.648	13	263
met5	0	-	0
met1	4.016	118	431
